**/design/flow/design.v**
```verilog
module comp_2(EQ1, GT1, A, B, EQ0, GT0);
    input EQ1, GT1;   
    input [1:0] A, B;       
    output EQ0, GT0;  
    wire [2:0] select;
    assign select[2:1] = A;
    assign select[0] = B[1];
    wire EQ_FIRST, GT_FIRST;
    mux_8 gtmux8(GT_FIRST, select, 1'b0, 1'b0, ~B[0], 1'b0, 1'b1, 1'b0, 1'b1, ~B[0]);
    mux_8 eqmux8(EQ_FIRST, select, ~B[0], 1'b0, B[0], 1'b0, 1'b0, ~B[0], 1'b0, B[0]);
    assign EQ0 = EQ1 & ~GT1 & EQ_FIRST;
    assign GT0 = (~EQ1 & GT1) | (EQ1 & GT_FIRST & ~GT1);
endmodule
module comp_8(EQ1, GT1, A, B, EQ0, GT0);
    input EQ1, GT1;
    input [7:0] A, B;
    output EQ0, GT0;
    wire e1t2, g1t2;
    wire e2t3, g2t3;
    wire e3t4, g3t4;
    comp_2 firstcomp_2(EQ1, GT1, A[7:6], B[7:6], e1t2, g1t2);
    comp_2 secondcomp_2(e1t2, g1t2, A[5:4], B[5:4], e2t3, g2t3);
    comp_2 thirdcomp_2(e2t3, g2t3, A[3:2], B[3:2], e3t4, g3t4);
    comp_2 fourthcomp_2(e3t4, g3t4, A[1:0], B[1:0], EQ0, GT0);
endmodule
module mux_2(out, select, in0, in1);
    input select;
    input [31:0] in0, in1;
    output [31:0] out;
    assign out = select ? in1 : in0;
endmodule 
module mux_4(out, select, in0, in1, in2, in3);
    input [1:0] select;
    input [31:0] in0, in1, in2, in3;
    output [31:0] out;
    wire [31:0] w1, w2;
    mux_2 first_top(w1, select[0], in0, in1);
    mux_2 first_bottom(w2, select[0], in2, in3);
    mux_2 second(out, select[1], w1, w2);
endmodule
module mux_8(out, select, in0, in1, in2, in3, in4, in5, in6, in7);
    input [2:0] select;
    input [31:0] in0, in1, in2, in3, in4, in5, in6, in7;
    output [31:0] out;
    wire [31:0] w1, w2;
    mux_4 first_top(w1, select[1:0], in0, in1, in2, in3);
    mux_4 first_bottom(w2, select[1:0], in4, in5, in6, in7);
    mux_2 second(out, select[2], w1, w2);
endmodule
```
**/design/flow/run.sh**
```bash
#!/bin/bash
# OpenROAD 26Q1-2900-gdf79404cd8, Yosys 0.63+post, stock flow scripts
make -C /OpenROAD-flow-scripts/flow DESIGN_CONFIG=/design/flow/config.mk WORK_HOME=/design/flow/orfs finish
```
**/design/flow/config.mk**
```make
export PLATFORM = sky130hd
export DESIGN_NAME = comp_8
export DESIGN_NICKNAME = comp_8
export VERILOG_FILES = /design/flow/design.v
export SDC_FILE = /design/flow/constraint.sdc
export NUM_CORES = 4
export LEC_CHECK = 1
export CORE_AREA = 10 10 70 70
export DIE_AREA = 0 0 80 80
```
**/design/flow/constraint.sdc**
```tcl
current_design comp_8

set clk_period 3.4
set clk_io_pct 0.2

create_clock -name clk0 -period $clk_period

set non_clock_inputs [all_inputs -no_clocks]
set_input_delay [expr $clk_period * $clk_io_pct] -clock clk0 $non_clock_inputs
set_output_delay [expr $clk_period * $clk_io_pct] -clock clk0 [all_outputs]
```
==> impl_metrics.csv <==
group,metric,value,unit
layout,layout_top_cells,"clkdlybuf4s50_1, xnor2_1, inv_1, nor2b_1",
critical_path,critPathTopFamily,"buffers and inverters",
hold_path,hold_class,"in2out",
sta,relSlewSlack,0.818,
routing,wl,740,um
critical_path,crit_chain,"clkdlybuf4s50_1 -> nor2b_1 -> and3_1 -> o2111ai_1 -> nor4_2 -> clkdlybuf4s50_1",
global_routing,grt_pass1_vias,284,
critical_path,cp_max_fo,2,
global_routing,grt_max_degree,3,
synthesis,ys_chip_area,199,sq um
layout,final-comb-area,180,sq um
layout,lay_top_count,"clkdlybuf4s50_1",
layout,finalNonFillerCells,95,
floorplanning,die_w,80,um
power,fin_total_pwr,0.0444,mW
synthesis,synth_cell_type_count,14,
sta,min_period,3.12,ns
routing,num_vias,250,
critical_path,critPathKind,"in2out",
floorplanning,ios,20,
synthesis,synth_cells,29,
clock_network,ctsResizeCount,0,
routing,drt_iter0_markers,1,
place,portBuffers,20,
place,dp_cells,95,
clock_network,cts_setup_buffers,0,
sta,tightest_slew,0.273,ns
floorplanning,fp.dieH,80,um
sta,final.period_utilization,0.917,
critical_path,arrival,2.44,ns
layout,fin_util,0.134,
synthesis,yosys_warnings,8,
layout,final_area,457,sq um
critical_path,worst-path-buf-inv,2,
sta,setup_viol,0,
routing,n_antenna_cell,0,
synthesis,ys_cells,29,
clock_network,ctsHoldBuffers,0,
critical_path,end_kind,"output port",
routing,postRouteAntennaNets,0,
global_routing,use_met3,0.00682,
power,vdd_drop_max,9.44,uV
global_routing,use_met1,0.0224,
global_routing,antenna_found_initial,0,
floorplanning,core_area,3420,sq um
routing,first_pass_iters,2,
sta,totalNegativeSetupSlack,0,ns
layout,flop_area,0,sq um
layout,fill_cells,395,
sta,hold_viol,0,
synthesis,netlist_area,199,sq um
routing,drc,0,
job,drv_cap,0,
routing,avgRoutedWirePerCell,7.79,um
layout,final_layout_size_suffix_gt1_frac,0.0204,
critical_path,max_stage_delay,0.51,ns
job,warnings,32,
critical_path,crit_path_top_delay_cell,"clkdlybuf4s50_1",
power,powerDensity,97.1,nW/um^2
global_routing,track_usage,0.0224,
global_routing,grt.overflow.total,0,
floorplanning,die_area,6400,sq um
layout,ff_count,0,
global_routing,busiest_layer,"met2",
power,power_leakage,0.154,nW
critical_path,critical_path_required,2.72,ns
layout,clock_buffers,0,
critical_path,crit_top_cell,"clkdlybuf4s50_1",
layout,syn_to_final_growth,130,%
sta,layout_setup_ws,0.283,ns
place,place_ws,0.262,ns
synthesis,syn_avg_cell_area,6.86,sq um
sta,finalHoldWorstSlack,2.40,ns
place,dp_hpwl,694,um
global_routing,grt_use_met2,0.0457,
synthesis,ys_seq_share,0,
routing,vias_per_cell,2.63,
floorplanning,fp_util,0.0582,
global_routing,grt_first_pass_wirelength,1210,um
place,postPlaceCellArea,457,sq um
status,status,"finished clean",
sta,maxSlewViolCount,0,
critical_path,crit_path_start_kind,"primary input",
sta,fmax,321,MHz
sta,grt_setup_unrepaired,"no",
place,place.gp.congestion,0.722,
floorplanning,rows,21,
[path summary, 6_finish.rpt]
path / from / end / slack (ns) / depth (start not counted)
worst min-delay path: A[2] / EQ0 / 2.40 / 6
worst max-delay path: EQ1 / EQ0 / 0.28 / 6
[layer usage]
metal  part of all wire  vias to the layer above
li1                   -                      137
met1               0.37                      103
met2               0.51                       10
met3               0.11                        0
met4                  0                        0
met5                  0                        -
[cell type report]
type | count | area share
Inverter | 5 | 0.0411
Multi-Input combinational cell | 24 | 0.395
Tap cell | 46 | 0.126
Timing Repair Buffer | 20 | 0.438
[logic make-up (layout without fill, tap and decap cells)]
group,after synthesis,count (layout),synth area share
compound gates,5,5,0.176
xor+xnor,6,6,0.264
fa+ha+maj,3,3,0.151
buf+inv,5,25,0.0943
simple gates,10,10,0.314
[cells in the mapped netlist]
cell | instances | area, sq um
o2111ai_1 | 1 | 8.76
a21oi_1 | 2 | 10.0
and3_1 | 1 | 6.26
o211ai_1 | 1 | 7.51
nor4_2 | 1 | 12.5
nor2b_1 | 4 | 25.0
nand2_1 | 3 | 11.3
xnor2_1 | 5 | 43.8
maj3_1 | 3 | 30.0
clkinv_1 | 1 | 3.75
and2b_1 | 1 | 7.51
xor2_1 | 1 | 8.76
inv_1 | 4 | 15.0
o2bb2ai_1 | 1 | 8.76
[power by group]
part           internal [mW]  leakage [nW]  switching, mW
Sequential                 0             0              0
Combinational         0.0302         0.154         0.0141
Clock                      0             0              0
Total                 0.0302         0.154         0.0141
No activity file was given, so power comes from the tool's default toggle rates.
